## design.v

```verilog
`timescale 1ns / 1ps
module signal_diff(
    input clk,
    input [7:0] s_axis_signal_tdata,
    input s_axis_signal_tvalid,
    output [7:0] signal_value,
    output [7:0] signal_diff
    );
    parameter DER_SIZE = 128;
    reg [DER_SIZE*8-1:0] signal_shr;
    always @ (posedge clk)
    begin
        if(s_axis_signal_tvalid)
        begin
            signal_shr <= {signal_shr[DER_SIZE*8-9:0], s_axis_signal_tdata};
        end
    end
    assign signal_value = signal_shr[7:0];
    assign signal_diff = signal_shr[7:0] - signal_shr[DER_SIZE*8-1:DER_SIZE*8-8];
endmodule
```

## run.sh

```bash
#!/bin/bash
# OpenROAD 26Q1-2900-gdf79404cd8, Yosys 0.63+post, stock flow scripts
make -C /OpenROAD-flow-scripts/flow DESIGN_CONFIG=/design/flow/config.mk WORK_HOME=/design/flow/orfs finish
```

## config.mk

```make
export PLATFORM = sky130hd
export DESIGN_NAME = signal_diff
export DESIGN_NICKNAME = signal_diff
export VERILOG_FILES = /design/flow/design.v
export SDC_FILE = /design/flow/constraint.sdc
export NUM_CORES = 4
export LEC_CHECK = 1
export CORE_UTILIZATION = 30
```

## constraint.sdc

```tcl
current_design signal_diff

set clk_period 5.6
set clk_io_pct 0.2

create_clock -name clk0 -period $clk_period [get_ports {clk}]

set non_clock_inputs [all_inputs -no_clocks]
set_input_delay [expr $clk_period * $clk_io_pct] -clock clk0 $non_clock_inputs
set_output_delay [expr $clk_period * $clk_io_pct] -clock clk0 [all_outputs]
```

==> reports/results.tsv <==
stage	metric	value	unit
global_routing	grt_start_max_net_pins	159	
synth	ys_chip_area	31100	µm²
setup_path	r2r-start	signal_shr[995]$_DFFE_PP_	
timing	setup-tns-final	0	ns
place	hpwl	13.5	mm
drt	wire_per_inst	13.0	µm
setup_path	r2r_cells	0	
synth	ys_cells	1075	
global_routing	grt_usage	7.33	%
power	clockPowerShare	39.6	%
drt	routed_wl	34.4	mm
synth	ys_types	20	
setup_path	cp.arrival	3.03	ns
timing	rsz0062_at_grt	no	
power	powerDensity	425	nW/µm²
setup_path	r2r_slack	4.80	ns
floorplan	ios	26	
finish	largest_reg_flops	1024	
global_routing	gr-total-overflow	0	
synth	syn_avg_cell_area	29.0	µm²
power	power_leakage	11.9	nW
power	ir_drop	0.304	mV
synth	synth_flop_count	1024	
timing	period_used_share	74.2	%
timing	finalHoldViolCount	0	
floorplan	rows	117	
flow_run	drv_cap	0	
drt	first_pass_iters	4	
finish	fill_cells	9114	
cts	clkLatencyLatePin	0.63	ns
synth	top_cells_by_area	edfxtp_1 99%, ha_1 0.28%, buf_4 0.19%	
synth	yosysTopAreaCellShare	98.7	%
setup_path	endpoint	signal_diff[4]	
global_routing	antenna_found_initial	0	
place	gp_congestion	0.754	
power	p_seq_share	58.6	%
finish	syn_to_final_growth	16.4	%
setup_path	crit_fanout	3	
setup_path	cp_data_required_time	4.48	ns
cts	numCtsBuffers	98	
global_routing	grt_pass1_wl	57.0	mm
floorplan	fp_util	30.4	%
power	swShare	19.1	%
cts	cts_tree	yes	
place	portBuffers	25	
timing	setup_ws	1.45	ns
floorplan	coreArea	102000	µm²
synth	syn_area	31100	µm²
cts	h-tree-depth	3	
setup_path	worst_setup_path_start_kind	flop	
floorplan	die_w	324	µm
finish	max_flop_register	signal_shr	
place	pre_cts_ws	2.12	ns
status	status	complete, no violations	
synth	post-synth-top-count-cell	edfxtp_1	
cts	ctsResizeCount	0	
drt	routed_via_density	3.87	
timing	min_period	4.15	ns
synth	yosysWarnings	1	
drt	ant_nets	0	
timing	worst_slew_pin_slew	0.777	ns
synth	edf_count	1024	
synth	async_flop_share	0	%
finish	logic_area	297	µm²
finish	drive_above_1_share	12.0	%
timing	setup_violations	0	
synth	ff_type	edfxtp_1	
timing	slew_violations	0	
timing	fmax	241	MHz
finish	regArea	30700	µm²
cts	root_buffer	clkbuf_16	
min_path	worstHoldPathType	flop to flop	
drt	drtIter0Drc	751	
timing	max_slew_margin	48.2	%
floorplan	chip_area	105000	µm²
min_path	min_path_cells	0	
flow_run	log.warning_count	41	
cts	cts.sinks	1024	
cts	cts_hold_buf	0	
floorplan	fp.dieH	324	µm
drt	dr_total_vias	10300	
finish	top_regs	signal_shr x1024	
power	p_int	12.5	mW
setup_path	crit_type	flop to output port	
power	pwr-share-comb	1.7	%
timing	fin_worst_skew	0.0176	ns
cts	path_clk_slew	0.06	ns
setup_path	cp-end-kind	output port	
setup_path	critPathLaunch	signal_shr[0]$_DFFE_PP_	
synth	syn_inst	1075	
drt	drc	0	
synth	yosysSeqAreaShare	98.7	%
cts	postCtsSetupBuffers	0	
power	p_sw	2.94	mW
global_routing	grt_pass1_vias	10700	
synth	synthTopCellsByCount	1024 x edfxtp_1, 9 x inv_1, 8 x buf_4	
setup_path	r2r_end	signal_shr[1003]$_DFFE_PP_	
synth	top_area_cell	edfxtp_1	
cts	clockBufferDepth	3	
-- worst min-delay path by stage --
stage                                     start                        end  slack [ns]
after CTS             signal_shr[395]$_DFFE_PP_  signal_shr[403]$_DFFE_PP_        0.40
final                 signal_shr[395]$_DFFE_PP_  signal_shr[403]$_DFFE_PP_        0.40
after global routing  signal_shr[395]$_DFFE_PP_  signal_shr[403]$_DFFE_PP_        0.41
-- placed cells by master, fill, tap and decap left out --
cell                n
edfxtp_1         1024
clkbuf_16          99
clkinv_1           24
clkdlybuf4s50_1    24
clkbuf_1           21
clkinv_2           16
inv_1               9
buf_4               9
ha_1                7
buf_12              6
xnor2_1             5
bufinv_16           5
clkinv_4            5
inv_6               4
clkinvlp_4          4
a21o_1              3
a21oi_1             3
nand2b_1            2
nor2_1              2
a31oi_1             2
clkinv_8            2
diode_2             1
o211ai_2            1
a21oi_2             1
or3_1               1
a311o_1             1
a211oi_1            1
o21ai_0             1
o21bai_1            1
a21o_2              1
xor2_1              1
fa_1                1
buf_8               1
-- cell type report --
class | instances | area share (%)
Tap cell | 1368 | 4.72
Clock inverter | 60 | 1.27
Clock buffer | 120 | 7.05
Multi-Input combinational cell | 34 | 0.818
Sequential cell | 1024 | 84.8
Antenna cell | 1 | 0.00690
Timing Repair Buffer | 40 | 1.22
Inverter | 9 | 0.0932
-- kinds of logic after synthesis --
logic type	count (synthesis)	share of synthesized area, %
adder cells (fa/ha/maj)	8	0.346
AND/OR/NAND/NOR	5	0.0844
flip-flops	1024	98.7
XOR/XNOR	6	0.169
buffers and inverters	17	0.301
AND-OR/OR-AND	15	0.354
-- power groups by stage --
stage	registers [mW]	logic, mW	clock network [mW]
finish	9.04	0.267	6.11
global route	9.09	0.302	6.68
CTS	9.05	0.274	6.37
-- through the flow --
step / cells / power [mW] / cell area [µm²] / utilization, % / hold WS, ns
6_report: 2656 / 15.4 / 36300 / 35.4 / 0.400
5_1_grt: 2655 / 16.1 / 36300 / 35.4 / 0.412
4_1_cts: 2655 / 15.7 / 36300 / 35.4 / 0.396
3_5_place_dp: 2475 / 9.46 / 33200 / 32.5 / 0.405
3_3_place_gp: 2475 / 9.47 / 33200 / 32.5 / 0.402
2_1_floorplan: 1075 / 9.18 / 31100 / - / 0.400
-- critical path, stage by stage (launching register included) --
cell	delay, ns
edfxtp_1	0.41
inv_1	0.08
ha_1	0.18
inv_1	0.06
fa_1	0.42
a21o_2	0.21
a21oi_1	0.17
xnor2_1	0.14
buf_4	0.22
clkdlybuf4s50_1	0.50
-- per-layer routing --
layer / vias to the layer above / global-route usage (%) / wire length [µm]
met5: - / 0 / 0
met4: 0 / 1.90 / 907
met3: 79 / 6.52 / 5730
met2: 419 / 7.21 / 11500
met1: 5126 / 12.1 / 16200
li1: 4648 / - / -
No activity file was given, so power comes from the tool's default toggle rates.
