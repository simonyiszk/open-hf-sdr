File: design/flow/config.mk
export PLATFORM = sky130hd
export DESIGN_NAME = signal_geneartor
export DESIGN_NICKNAME = signal_geneartor
export VERILOG_FILES = /design/flow/design.v
export SDC_FILE = /design/flow/constraint.sdc
export NUM_CORES = 4
export LEC_CHECK = 1
export CORE_AREA = 10 10 88 88
export DIE_AREA = 0 0 98 98
File: design/flow/constraint.sdc
current_design signal_geneartor

set clk_period 5.7
set clk_io_pct 0.2

create_clock -name clk0 -period $clk_period [get_ports {clk}]

set non_clock_inputs [all_inputs -no_clocks]
set_input_delay [expr $clk_period * $clk_io_pct] -clock clk0 $non_clock_inputs
set_output_delay [expr $clk_period * $clk_io_pct] -clock clk0 [all_outputs]
File: design/flow/design.v
`timescale 1ns / 1ps
module signal_geneartor(
    input clk,
    output [31:0] m_axis_signal_tdata,
    output m_axis_signal_tvalid,
    output [15:0] signal_out
    );
    reg[17:0] counter=16'b0;
    reg dir=1'b0;
    always @ (posedge clk)
    begin
        if(counter==16'b1111111111111111)
        begin
            dir <= 1;
            counter <= counter - 1;
        end
        else if(counter==16'b0)
        begin
            dir <= 0;
            counter <= counter + 1;
        end
        else if(dir==1'b1)
            counter <= counter - 1;
        else
            counter <= counter + 1;
    end
    wire[19:0] signal;
    assign signal = {counter, 2'b0};
    assign m_axis_signal_tdata = { 14'b0, signal };
    assign m_axis_signal_tvalid = 1'b1;
    assign signal_out = signal[19:4];
endmodule
File: design/flow/run.sh
#!/bin/bash
# OpenROAD 26Q1-2900-gdf79404cd8, Yosys 0.63+post, stock flow scripts
make -C /OpenROAD-flow-scripts/flow DESIGN_CONFIG=/design/flow/config.mk WORK_HOME=/design/flow/orfs finish
==> changes_impl.md <==
### Implementation results

- Crit-path cells: nand4_2 -> or4_4 -> or4_1 -> a31o_1 -> xor2_1
- Global Route met3 Usage: 0.0306
- Top Family by Delay on Critical Path: simple AND/OR/NAND/NOR gates
- Mapped Area: 0.00160 sq mm
- Period utilization: 0.501
- DP Cell Count: 288
- Post-place instance area: 0.00179 sq mm
- Power Dens Cells: 125 mW/mm^2
- Setup repair bufs after CTS: 0
- # port buffers: 34
- Post-synth regs: 19
- CTS Buffer Depth: 2
- Yosys Chip Area: 0.00160 sq mm
- IO Count: 50
- Sw Pwr: 0.0474 mW
- Combinational share of power: 0.002
- Layout area overhead: 14.4%
- Fin. Hold Viols: 0
- Height of the die: 98 um
- Final HPWL DP: 3050 um
- Worst slew pin tran: 0.754 ns
- Critical path fanouts, max: 17
- Main synth FF type: dfxtp_1
- Fillers: 643
- Post-DR wirelength/cell: 14.4 um
- GPL Wtd Cong: 0.937
- Final ANT Viol Nets: 0
- Die width: 98 um
- Setup violators final: 0
- WL final: 4220 um
- Vias per cell: 5.01
- Syn avg cell area: 7.57 sq um
- CTS tree: done
- Maximum Capacitance Violations: 0
- CTS root buf: clkbuf_8
- Clk latency of the worst-skew pair: 0.26 ns
- Vias in the first global route: 1308
- Global route total overflow: 0
- Critical Path Max Stage Delay: 0.81 ns
- Post-route cell area: 0.00184 sq mm
- Core area: 0.00592 sq mm
- Max frequency: 0.350 GHz
- Switching share of power: 0.206
- Tool warning count: 26
- Post-route setup TNS: 0 ns
- Largest net degree at the start of global routing: 19
- Finished Layout Cells: 292
- H-tree depth: 1
- CP Launch Type: flop
- Met2 Use GR: 0.126
- Slew Limit Fails: 0
- Number of enable flip-flop cells: 0
- Slowest cell on the critical path: or4_1
- RSZ-0062 raised after global routing: false
- DRT Pass-1 Iters: 5
- Met1 usage: 0.115
- Top Layout Cells: clkdlybuf4s50_1, dfxtp_1, nand3_1, conb_1, nand2_1
- Post-synthesis cell count: 212
- Status: finished clean
- Hold Path Stages: 1
- Hold buffer count at cts: 0
- First-pass GRT wire length: 6860 um
- DR iter-0 viols: 113
- Total Power: 0.230 mW
- CP Buf/Inv Count: 0
- Peak VDD IR: 0.0000972 V
- Clk pwr share: 0.420
- Required time worst endpoint: 5.85 ns
- Worst Path Arrival: 3.00 ns
- Asr flop ratio synth: 0
- Antenna violations before repair: 0
- Synth unique cells: 43
- Final core occ: 0.310
- Clock sinks: 19
- Via count of the routed design: 1464
- Most used logic cell in the final layout: clkdlybuf4s50_1
- Fraction of layout cells with a size suffix above 1: 0.0691
- Stages on the worst setup path: 5
- Final worst slack: 2.84 ns
- Num rows: 28
- Setup crit end kind: flop
- Min Tclk post-route: 2.86 ns
- Most used routing layer: met2
- P_int: 0.182 mW
- Register area share after synthesis: 0.237
- All-Layer GR Usage: 0.0831
- Register share of total power: 0.577
- Post-CTS Resized: 0
- Hold WS: 0.458 ns
- Slew margin rel.: 0.497
- Final Skew: 0.00484 ns
- Min-Delay Path Class: flop to flop
- Reg clk slew, reported paths: 0.08 ns
- Pre-CTS setup slack: 2.89 ns
- Yosys warning tally: 1
- Initial Utilization: 0.271
- Lkg Pwr: 0.642 nW
- CTS Buf Count: 3
- Reg2reg path depth: 5
- N_diodes: 0
- Chip area: 0.00960 sq mm
- DRC viols: 0
- # Cells Yosys: 212
- Setup CP Type: flop to flop
## worst register-to-register path, stage by stage (launching register included)
cell     delay (ns)
dfxtp_1        0.63
nand4_2        0.30
or4_4          0.53
or4_1          0.81
a31o_1         0.34
xor2_1         0.14
## cell type report
class                   count  area [sq um]  share of cell area
well taps                  75          93.8              0.0511
clock buffers               4          45.0              0.0245
inverters                   6          22.5              0.0123
flip-flops and latches     19           380               0.207
multi-input cells         153           946               0.515
repair buffers             35           348               0.190
## synthesized netlist by cell type, types with 2 or more instances
cell type	count	share of area
buf_4	31	0.15
dfxtp_1	19	0.24
nand3_1	15	0.047
nand2_1	13	0.030
nor2_1	11	0.026
or4_1	11	0.051
buf_2	9	0.028
nor3_1	9	0.028
o22ai_1	9	0.035
nand4_1	8	0.031
clkbuf_1	7	0.016
inv_1	6	0.014
o21ai_0	6	0.019
o211ai_1	5	0.023
o21a_1	4	0.019
or3_1	4	0.016
and2_1	3	0.012
nor4_1	3	0.012
or2_2	3	0.012
xnor2_1	3	0.016
xor2_1	3	0.016
a22o_1	2	0.011
conb_1	2	0.0047
ha_1	2	0.016
nand4b_1	2	0.011
nor2b_1	2	0.0078
nor4_2	2	0.016
o31a_1	2	0.011
o32ai_1	2	0.011
## metal layers
metal / share of wire / wire length, um
met5: 0 / 0
met4: 0.0095 / 40
met3: 0.095 / 400
met2: 0.44 / 1850
met1: 0.46 / 1930
## state kept, by name, summed over array words and instances (netlist names)
register and count:
dir 1, counter 18
## worst paths after layout
path,startpoint,end,slack (ns)
worst max register to register,counter[4]$_DFF_P_,counter[15]$_DFF_P_,2.84
worst min-delay path,counter[0]$_DFF_P_,counter[0]$_DFF_P_,0.46
worst min register to register,counter[0]$_DFF_P_,counter[0]$_DFF_P_,0.46
worst max-delay path,counter[4]$_DFF_P_,counter[15]$_DFF_P_,2.84
## power by group through the flow
stage	Combinational [mW]	Clock, mW	Sequential, mW
finish	0.000560	0.0965	0.133
CTS	0.000940	0.101	0.133
global route	0.00117	0.108	0.133
## kinds of logic after synthesis
| group | Yosys count | synth area share |
|---|---|---|
| flops | 19 | 0.237 |
| xor+xnor | 6 | 0.0328 |
| fa+ha+maj | 2 | 0.0156 |
| simple gates | 92 | 0.335 |
| other cells | 2 | 0.00468 |
| compound gates | 38 | 0.172 |
| buf+inv | 53 | 0.204 |
Power is estimated from default activity; no workload was simulated.
