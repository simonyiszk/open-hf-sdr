## /design/flow/design.v

```verilog
`timescale 1ns / 1ps
module differ(
    input clk,
    input [7:0] s_axis_signal_tdata,
    input s_axis_signal_tvalid,
    output [7:0] signal,
    output [7:0] signal_d
    );
    parameter DER_SIZE=128;  
    reg [DER_SIZE*8-1:0] signal_shr;
    always @ (posedge clk)
    begin
        if(s_axis_signal_tvalid)
        begin
            signal_shr <= { signal_shr[DER_SIZE*8-9:0], s_axis_signal_tdata};
        end
    end
    assign signal_d = signal_shr[7:0]-signal_shr[DER_SIZE*8-1:DER_SIZE*8-8];  
    assign signal = signal_shr[7:0];
endmodule
```

## /design/flow/run.sh

```bash
#!/bin/bash
# OpenROAD 26Q1-2900-gdf79404cd8, Yosys 0.63+post, stock flow scripts
make -C /OpenROAD-flow-scripts/flow DESIGN_CONFIG=/design/flow/config.mk WORK_HOME=/design/flow/orfs finish
```

## /design/flow/config.mk

```make
export PLATFORM = sky130hd
export DESIGN_NAME = differ
export DESIGN_NICKNAME = differ
export VERILOG_FILES = /design/flow/design.v
export SDC_FILE = /design/flow/constraint.sdc
export NUM_CORES = 4
export LEC_CHECK = 1
export CORE_UTILIZATION = 30
```

## /design/flow/constraint.sdc

```tcl
current_design differ

set clk_period 7.5
set clk_io_pct 0.2

create_clock -name clk0 -period $clk_period [get_ports {clk}]

set non_clock_inputs [all_inputs -no_clocks]
set_input_delay [expr $clk_period * $clk_io_pct] -clock clk0 $non_clock_inputs
set_output_delay [expr $clk_period * $clk_io_pct] -clock clk0 [all_outputs]
```

==> run notes <==
The distinct cell type count of the synthesized netlist was 20; the count of final setup violators was 0. The number of max-slew violations in the final report was 0. The classification of the worst setup path was reg -> out.

The run gives 34.7 mm as the total wire length after detailed routing. The run finished with clean final reports. Nets still carrying antenna violations after routing amount to 0. The run gives 0 as the initial antenna violation count. The run gives 11.9 nW as the reported leakage power. Kind of capture point of the worst setup path: an output port. For this design the ratio of total power to cell area is 321 nW/um2. STA lists the maximum fanout along the critical path as 3.

Per the slew report, the remaining headroom to the max-slew limit stands at 45.2%. The yosys stat cell total was 1075. The registers reported with the highest flop counts are signal_shr (1024). The stat command in Yosys gives a chip area of 31100 um2.

Entering global routing, the biggest net connects 155 pins. Per the detail_route log, met2 wirelength is 12.2 mm. The run gives 324 um for the die outline width.

The repair_antennas step left the layout with diodes totalling 0. Type of element launching the critical path: a register. The highest clock rate this design can be run at is 224 MHz. With the routed length on met3 at 5.70 mm, the share of total power in combinational logic is 1.7%. Dividing the synthesized area by the synthesized cell count gives 29.0 um2.

The deepest level of the CTS H-tree is 3, and the clock transition at the registers of the reported paths is 0.06 ns. The dominant register cell in the synthesized netlist was edfxtp_1. The share of final-layout standard cells stronger than drive strength 1 came out at 12.0%. The most critical setup path has its startpoint at signal_shr[0]. VDD sags by at most 0.217 mV. The run gives 117 as the placement row count. The final power report lists total power as 11.6 mW. The run gives 57.7 mm for the first-pass GRT wire length. With the final weighted congestion in routability-driven placement at 0.773, the total negative slack is 0 ns.

In the Yosys report, the sequential cells make up 98.7% of the chip area. In this run, placement finished with an instance count of 2475. Synthesis inferred 1024 register bits. In the synthesized netlist, the number of instances is 1075. Across all hold checks on the routed design, the worst slack comes to 0.391 ns.

The area of the die is 105000 um2. For the post-detailed-placement half-perimeter wirelength, the log shows 13.8 mm. The logs give a warning total of 34.

The routed layout reports a DRC error count of 0. Counting flops per register, the top entry is signal_shr. The run gives 3.85 for the ratio of routed vias to standard cells. For reference, the top cells by area after synthesis are edfxtp_1 (99%), ha_1 (0.28%), buf_4 (0.19%), xnor2_1 (0.14%), inv_1 (0.11%). With the total via count after detailed routing at 10200, the sequential fraction of design power is 58.0%. Once iteration 0 of detailed routing completed, the report listed 770 DRC markers. The flip-flop count of the largest register after layout was 1024; the final critical delay including setup and external delays was 4.46 ns. The worst hold path was traced through 0 stages. In the power breakdown, the internal column shows 9.41 mW. Slew at the pin closest to its max-slew limit: 0.821 ns. In this run the biggest area consumer among cell types represents 98.7% of the synthesized area.

The critical path data required time is 6.00 ns. The share of total power dissipated in the clock network is 40.3%. Launch instance of the worst min-delay path: signal_shr[898]. STA puts the critical path data arrival time at 2.96 ns.

Gates resized during post-CTS repair numbered 0. Dividing the detail-routed wire length by the instance count gives 13.1 um. TritonCTS built the clock tree. The run gives 1 as the number of warnings issued by yosys. The number of maximum-capacitance violations recorded for the run is 0. Overall routing resource usage: 7.41%.

STA lists the startpoint of the worst register-to-register path as signal_shr[1013]. On the final layout, the worst clock skew is 0.0284 ns. The most critical min-delay path falls under reg -> reg.

The switching share of power is 19.2%, and the signed area change from the synthesized netlist to the final layout is 16.7%. According to the I/O placement log, the pin count is 26. The clock reaches the later pin of the worst-skew pair after 0.64 ns. For this run, the detailed router's first-pass iteration total came to 4.

The synthesized design spends more area on one cell type than any other, namely edfxtp_1. Setup repair after global routing left no endpoint under its margin. With the number of failing hold endpoints at the final stage at 0, the area of the core is 102000 um2. The final critical path takes up 59.4% of the cycle. The run gives 3 for the maximum buffer depth of the clock tree. In this run, CTS created clock tree buffers numbering 96. For this run the aggregate overflow at the end of global routing stands at 0. The number of global-route vias before repair is 10900, and the share of flip-flops with an asynchronous set or reset is 0%. For this design the total switching power over the nets is 2.24 mW. In this run, post-CTS hold repair placed 0 buffers. The initial utilization of the core area, before any placement, comes to 30.4%. The final report gives the core utilization as 35.5%. Signal nets in the final route climb as high as met4. The logic depth of the worst register-to-register path was 0.

CTS placed an instance of clkbuf_16 at the clock tree root. The die is 324 um tall. With the synthesized cell area at 31100 um2, the number of enable flip-flop cells is 1024.

The number of buffers added on ports works out to 25. The clock tree has to reach 1024 sinks. The count of cells in the finished layout, fillers not included, comes to 2647.

The post-route report lists met1 wire length as 15.9 mm. Buffers added to address setup during post-CTS repair amount to 0.
[cells by family after synthesis]
group                    synth area share [%]
flip-flops                               98.7
buffers and inverters                   0.301
AND-OR/OR-AND                           0.354
adder cells (fa/ha/maj)                 0.346
XOR/XNOR                                0.169
AND/OR/NAND/NOR                        0.0844
[metal layers]
layer / global-route usage, % / vias to the layer above
li1: - / 4628
met1: 11.7 / 5090
met3: 6.39 / 70
met2: 7.92 / 413
met5: 0 / -
met4: 1.77 / 0
[power groups by stage]
stage | Clock, mW | Sequential (mW) | Combinational (mW)
4_1_cts | 4.89 | 6.76 | 0.203
5_1_grt | 5.12 | 6.79 | 0.225
6_report | 4.70 | 6.75 | 0.198
[cell usage in the layout, fill, tap and decap left out, drive strengths merged]
cell	n
a311o	1
xor2	1
clkbuf	113
clkinvlp	5
xnor2	5
nand2b	2
inv	12
a21o	4
o211ai	1
edfxtp	1024
fa	1
clkdlybuf4s50	24
bufinv	9
ha	7
o21bai	1
a211oi	1
a31oi	2
a21oi	4
nor2	2
o21ai	1
clkinv	42
or3	1
buf	16
[worst max-delay path: stages (launching register included)]
cell             delay [ns]
edfxtp_1               0.40
inv_1                  0.08
ha_1                   0.18
inv_1                  0.06
fa_1                   0.43
a21o_2                 0.21
a21oi_1                0.16
xnor2_1                0.14
buf_4                  0.19
clkdlybuf4s50_1        0.48
[path summary, 6_finish.rpt]
kind	to	slack, ns
worst min register to register	signal_shr[906]	0.39
worst max register to register	signal_shr[1021]	6.76
worst max-delay path	signal_d[4]	3.04
worst min-delay path	signal_shr[906]	0.39
[cell type report]
type                            instances  area, um2
Clock buffer                          113       2470
Sequential cell                      1024      30700
Tap cell                             1368       1710
Fill cell                            9083      66000
Clock inverter                         59        651
Multi-Input combinational cell         34        297
Inverter                                9       33.8
Timing Repair Buffer                   40        418
[synth_stat cells (all sizes together), types with 2 or more instances]
library cell	count
a21oi	4
buf	8
a21o	4
inv	9
ha	7
nand2b	2
edfxtp	1024
a31oi	2
xnor2	5
nor2	2
[per-stage QoR]
stage | worst slack, ns | area (um2)
floorplan | 4.41 | 31100
global placement | 3.67 | 33200
detailed placement | 3.58 | 33200
CTS | 2.96 | 36300
global route | 2.84 | 36300
finish | 3.04 | 36300
No activity file was given, so power comes from the tool's default toggle rates.
